<file path="./config.mk">
export PLATFORM = sky130hd
export DESIGN_NAME = dmi_wrapper
export DESIGN_NICKNAME = dmi_wrapper
export VERILOG_FILES = /design/flow/design.v
export SDC_FILE = /design/flow/constraint.sdc
export NUM_CORES = 4
export LEC_CHECK = 1
export CORE_UTILIZATION = 50
</file>
<file path="./constraint.sdc">
current_design dmi_wrapper

set clk_period 1.0
set clk_io_pct 0.2

create_clock -name clk0 -period $clk_period [get_ports {core_clk}]
create_clock -name clk1 -period $clk_period [get_ports {tck}]

set non_clock_inputs [all_inputs -no_clocks]
set_input_delay [expr $clk_period * $clk_io_pct] -clock clk0 $non_clock_inputs
set_output_delay [expr $clk_period * $clk_io_pct] -clock clk0 [all_outputs]
</file>
<file path="./design.v">
module dmi_jtag_to_core_sync (
   input                       rd_en,        
   input                       wr_en,        
   input                       rst_n,        
   input                       clk,          
   output                      reg_en,       
   output                      reg_wr_en     
);
  wire                         c_rd_en;
  wire                         c_wr_en;
  assign reg_en = c_wr_en | c_rd_en;
  assign reg_wr_en = c_wr_en;
  reg [2:0] rden, wren;
always @ ( posedge clk or negedge rst_n) begin
    if(!rst_n) begin
        rden <= 3'b0;
        wren <= 3'b0;
    end
    else begin
        rden <= {rden[1:0], rd_en};
        wren <= {wren[1:0], wr_en};
    end
end
assign c_rd_en = rden[1] & ~rden[2];
assign c_wr_en = wren[1] & ~wren[2];
endmodule
module dmi_wrapper(
  input              scan_mode,            
  input              trst_n,               
  input              tck,                  
  input              tms,                  
  input              tdi,                  
  output             tdo,                  
  output             tdoEnable,            
  input              core_rst_n,           
  input              core_clk,             
  input [31:1]       jtag_id,              
  input [31:0]       rd_data,              
  output [31:0]      reg_wr_data,          
  output [6:0]       reg_wr_addr,          
  output             reg_en,               
  output             reg_wr_en,            
  output             dmi_hard_reset  
);
  wire                     rd_en;
  wire                     wr_en;
  wire                     dmireset;
 rvjtag_tap i_jtag_tap(
   .trst(trst_n),                       
   .tck(tck),                           
   .tms(tms),                           
   .tdi(tdi),                           
   .tdo(tdo),                           
   .tdoEnable(tdoEnable),               
   .wr_data(reg_wr_data),               
   .wr_addr(reg_wr_addr),               
   .rd_en(rd_en),                       
   .wr_en(wr_en),                       
   .rd_data(rd_data),                   
   .rd_status(2'b0),
   .idle(3'h0),                          
   .dmi_stat(2'b0),                      
   .version(4'h1),                       
   .jtag_id(jtag_id),
   .dmi_hard_reset(dmi_hard_reset),
   .dmi_reset(dmireset)
);
  dmi_jtag_to_core_sync i_dmi_jtag_to_core_sync(
    .wr_en(wr_en),                           
    .rd_en(rd_en),                           
    .rst_n(core_rst_n),
    .clk(core_clk),
    .reg_en(reg_en),                           
    .reg_wr_en(reg_wr_en)                           
  );
endmodule
module rvjtag_tap #(
parameter AWIDTH = 7
)
(
input               trst,
input               tck,
input               tms,
input               tdi,
output   reg        tdo,
output              tdoEnable,
output [31:0]       wr_data,
output [AWIDTH-1:0] wr_addr,
output              wr_en,
output              rd_en,
input   [31:0]      rd_data,
input   [1:0]       rd_status,
output  reg         dmi_reset,
output  reg         dmi_hard_reset,
input   [2:0]       idle,
input   [1:0]       dmi_stat,
input   [31:1]      jtag_id,
input   [3:0]       version
);
localparam USER_DR_LENGTH = AWIDTH + 34;
reg [USER_DR_LENGTH-1:0] sr, nsr, dr;
logic[3:0] state, nstate;
logic [4:0] ir;
wire jtag_reset;
wire shift_dr;
wire pause_dr;
wire update_dr;
wire capture_dr;
wire shift_ir;
wire pause_ir ;
wire update_ir ;
wire capture_ir;
wire[1:0] dr_en;
wire devid_sel;
wire [5:0] abits;
assign abits = AWIDTH[5:0];
localparam TEST_LOGIC_RESET_STATE = 0;
localparam RUN_TEST_IDLE_STATE    = 1;
localparam SELECT_DR_SCAN_STATE   = 2;
localparam CAPTURE_DR_STATE       = 3;
localparam SHIFT_DR_STATE         = 4;
localparam EXIT1_DR_STATE         = 5;
localparam PAUSE_DR_STATE         = 6;
localparam EXIT2_DR_STATE         = 7;
localparam UPDATE_DR_STATE        = 8;
localparam SELECT_IR_SCAN_STATE   = 9;
localparam CAPTURE_IR_STATE       = 10;
localparam SHIFT_IR_STATE         = 11;
localparam EXIT1_IR_STATE         = 12;
localparam PAUSE_IR_STATE         = 13;
localparam EXIT2_IR_STATE         = 14;
localparam UPDATE_IR_STATE        = 15;
always_comb  begin
    nstate = state;
    case(state)
    TEST_LOGIC_RESET_STATE: nstate = tms ? TEST_LOGIC_RESET_STATE : RUN_TEST_IDLE_STATE;
    RUN_TEST_IDLE_STATE:    nstate = tms ? SELECT_DR_SCAN_STATE   : RUN_TEST_IDLE_STATE;
    SELECT_DR_SCAN_STATE:   nstate = tms ? SELECT_IR_SCAN_STATE   : CAPTURE_DR_STATE;
    CAPTURE_DR_STATE:       nstate = tms ? EXIT1_DR_STATE         : SHIFT_DR_STATE;
    SHIFT_DR_STATE:         nstate = tms ? EXIT1_DR_STATE         : SHIFT_DR_STATE;
    EXIT1_DR_STATE:         nstate = tms ? UPDATE_DR_STATE        : PAUSE_DR_STATE;
    PAUSE_DR_STATE:         nstate = tms ? EXIT2_DR_STATE         : PAUSE_DR_STATE;
    EXIT2_DR_STATE:         nstate = tms ? UPDATE_DR_STATE        : SHIFT_DR_STATE;
    UPDATE_DR_STATE:        nstate = tms ? SELECT_DR_SCAN_STATE   : RUN_TEST_IDLE_STATE;
    SELECT_IR_SCAN_STATE:   nstate = tms ? TEST_LOGIC_RESET_STATE : CAPTURE_IR_STATE;
    CAPTURE_IR_STATE:       nstate = tms ? EXIT1_IR_STATE         : SHIFT_IR_STATE;
    SHIFT_IR_STATE:         nstate = tms ? EXIT1_IR_STATE         : SHIFT_IR_STATE;
    EXIT1_IR_STATE:         nstate = tms ? UPDATE_IR_STATE        : PAUSE_IR_STATE;
    PAUSE_IR_STATE:         nstate = tms ? EXIT2_IR_STATE         : PAUSE_IR_STATE;
    EXIT2_IR_STATE:         nstate = tms ? UPDATE_IR_STATE        : SHIFT_IR_STATE;
    UPDATE_IR_STATE:        nstate = tms ? SELECT_DR_SCAN_STATE   : RUN_TEST_IDLE_STATE;
    default:                nstate = TEST_LOGIC_RESET_STATE;
    endcase
end
always @ (posedge tck or negedge trst) begin
    if(!trst) state <= TEST_LOGIC_RESET_STATE;
    else state <= nstate;
end
assign jtag_reset = state == TEST_LOGIC_RESET_STATE;
assign shift_dr   = state == SHIFT_DR_STATE;
assign pause_dr   = state == PAUSE_DR_STATE;
assign update_dr  = state == UPDATE_DR_STATE;
assign capture_dr = state == CAPTURE_DR_STATE;
assign shift_ir   = state == SHIFT_IR_STATE;
assign pause_ir   = state == PAUSE_IR_STATE;
assign update_ir  = state == UPDATE_IR_STATE;
assign capture_ir = state == CAPTURE_IR_STATE;
assign tdoEnable = shift_dr | shift_ir;
always @ (negedge tck or negedge trst) begin
   if (!trst) ir <= 5'b1;
   else begin
      if (jtag_reset) ir <= 5'b1;
      else if (update_ir) ir <= (sr[4:0] == '0) ? 5'h1f :sr[4:0];
   end
end
assign devid_sel  = ir == 5'b00001;
assign dr_en[0]   = ir == 5'b10000;
assign dr_en[1]   = ir == 5'b10001;
always @ (posedge tck or negedge trst) begin
    if(!trst)begin
        sr <= '0;
    end
    else begin
        sr <= nsr;
    end
end
always_comb begin
    nsr = sr;
    case(1)
    shift_dr:   begin
                    case(1)
                    dr_en[1]:   nsr = {tdi, sr[USER_DR_LENGTH-1:1]};
                    dr_en[0],
                    devid_sel:  nsr = {{USER_DR_LENGTH-32{1'b0}},tdi, sr[31:1]};
                    default:    nsr = {{USER_DR_LENGTH-1{1'b0}},tdi};  
                    endcase
                end
    capture_dr: begin
                    case(1)
                    dr_en[0]:   nsr = {{USER_DR_LENGTH-15{1'b0}}, idle, dmi_stat, abits, version};
                    dr_en[1]:   nsr = {{AWIDTH{1'b0}}, rd_data, rd_status};
                    devid_sel:  nsr = {{USER_DR_LENGTH-32{1'b0}}, jtag_id, 1'b1};
                    endcase
                end
    shift_ir:   nsr = {{USER_DR_LENGTH-5{1'b0}},tdi, sr[4:1]};
    capture_ir: nsr = {{USER_DR_LENGTH-1{1'b0}},1'b1};
    endcase
end
always @ (negedge tck ) tdo <= sr[0];
always @ (posedge tck or negedge trst) begin
    if(!trst) begin
        dmi_hard_reset <= 1'b0;
        dmi_reset      <= 1'b0;
    end
    else if (update_dr & dr_en[0]) begin
        dmi_hard_reset <= sr[17];
        dmi_reset      <= sr[16];
    end
    else begin
        dmi_hard_reset <= 1'b0;
        dmi_reset      <= 1'b0;
    end
end
always @ (posedge tck or negedge trst) begin
    if(!trst)
        dr <=  '0;
    else begin
        if (update_dr & dr_en[1])
            dr <= sr;
        else
            dr <= {dr[USER_DR_LENGTH-1:2],2'b0};
    end
end
assign {wr_addr, wr_data, wr_en, rd_en} = dr;
endmodule
</file>
<file path="./run.sh">
#!/bin/bash
# OpenROAD 26Q1-2900-gdf79404cd8, Yosys 0.63+post, stock flow scripts
make -C /OpenROAD-flow-scripts/flow DESIGN_CONFIG=/design/flow/config.mk WORK_HOME=/design/flow/orfs finish
</file>
==> changes_impl.md <==
### Metrics

* Status: finished with violations
* Failing checks: negative hold slack, negative setup slack
* Total gr overflow at 0
* R2r worst-path depth at 5
* Max_cap viols at 0
* Distinct cells, synth at 50
* Yosys Chip Area at 4900 um^2
* Main flop type: dfrtp_1
* Initial antenna violation count at 0
* Detailed placer's ending HPWL at 7814 um
* Area leader share at 53.12%
* Gr usage total at 25.43%
* CORE AREA at 9371 um^2
* Antenna-violating nets left at 0
* Buffers on Ports at 111
* Vias in the first global route at 3950
* Final instance area at 7183 um^2
* Routed len/inst at 17.25 um
* CP Max Fanout at 17
* CTS sink count at 111
* Worst setup startpoint: i_jtag_tap.ir[1]
* Starting Density at 52.28%
* Initial DRT Pass Iterations at 4
* Vert. Die Dim at 101.0 um
* Place WS at -1.115 ns
* Log Warnings at 33
* # IOs at 114
* Cell Area, Placed at 6462 um^2
* Critical path required time at 1.27 ns
* Lkg Pwr at 3.512 nW
* Worst-path clk slew at 0.09 ns
* Finished Core Util at 76.65%
* Global-route wire length before repair at 19190 um
* Mapped Cells at 452
* Slew @ Worst Pin at 0.4352 ns
* Row Count at 35
* Number of diodes at 0
* FFs w/ async S/R, synth at 99.10%
* Detailed Route WL at 13030 um
* CP arrival at 2.42 ns
* Max-slew violation count at 0
* Worst Slack Setup Final at -1.156 ns
* Peak VDD IR at 932.5 uV
* Total Power at 16.11 mW
* Reg-to-reg startpoint: i_jtag_tap.ir[1]
* Residual DRC at 0
* Share of cells above drive strength 1 at 34.66%
* Post-synth area hogs: dfrtp_1 53%, mux2_2 8.7%, a21oi_1 5.7%
* Hold Slack at -0.003392 ns
* Flop-to-flop setup slack at -1.16 ns
* Final setup vio count at 138
* CP Capture Type: flip-flop
* RSZ-0062 raised after global routing: true
* Slew headroom at 70.99%
* Area grow syn2layout at 46.60%
* Yosys top cell by area: dfrtp_1
* PwrDens at 2243 nW/um^2
* DR vias at 4074
* FF-to-FF End: i_jtag_tap.sr[1]
* Mean Syn Cell Area at 10.84 um^2
* Final hold violations at 3
* TritonCTS clock tree: built
* Synth flops at 111
* Seq share, synth at 56.64%
* Ys cells at 452
* Layout Skew at 0.05127 ns
* Post-synthesis cell area at 4900 um^2
* HP Class: in2async
* CP Launch Type: flip-flop
* Via density per instance at 5.396
* Die width at 101.0 um
* Worst setup path class: reg2reg
* Routability cong. at 0.9428
* DIE AREA at 10200 um^2
* Syn. warnings at 2
* Pin count of the biggest net entering global routing at 73
* Initial DRC count at 171
* Post-synth EDFFs at 0
* Critical Path Sink: i_jtag_tap.sr[1]
[cells by family (layout without fill, tap and decap cells)]
group | count (synthesis) | after routing | synth area share [%]
compound gates | 116 | 116 | 14.17
buf+inv | 37 | 211 | 3.524
flops | 111 | 111 | 56.64
mux | 40 | 40 | 9.142
simple gates | 148 | 148 | 16.52
[critical path, cell delays in order, from the launching register on]
cell and delay [ns]:
dfrtn_1 0.41, or4b_4 0.60, nor2_4 0.15, buf_12 0.17
a221oi_1 0.10, a21oi_1 0.16
[routing by layer]
layer / share of wire [%] / GRT usage (%) / vias to the layer above
li1: - / - / 1922
met1: 45 / 38.97 / 1991
met2: 47 / 39.41 / 147
met3: 6.7 / 6.065 / 14
met4: 1.4 / 4.794 / 0
met5: 0 / 0 / -
[metrics by stage]
| step | std cells | hold WS (ns) | TNS, ns |
|---|---|---|---|
| 2_1_floorplan | 452 | -0.09559 | -92.74 |
| 3_3_place_gp | 707 | 0.04500 | -92.95 |
| 3_5_place_dp | 707 | 0.04588 | -93.32 |
| 4_1_cts | 742 | 0.02868 | -95.26 |
| 5_1_grt | 755 | 0.007721 | -105.42 |
| 6_report | 755 | -0.003392 | -98.23 |
[where the power goes]
part           internal (mW)  total, mW  switching, mW  leakage [nW]
Sequential              5.71       6.64          0.936          1.46
Clock                   2.20       3.70           1.50         0.160
Combinational           3.19       5.77           2.58          1.90
Total                   11.1       16.1           5.02          3.51
[registers in the layout, summed over array words and instances, names as in the netlist]
| signal | cells |
|---|---|
| i_jtag_tap.sr | 41 |
| i_dmi_jtag_to_core_sync.rden | 3 |
| i_jtag_tap.dr | 41 |
| i_jtag_tap.tdo | 1 |
| i_jtag_tap.dmi_hard_reset | 1 |
| i_dmi_jtag_to_core_sync.wren | 3 |
| i_jtag_tap.state | 16 |
| i_jtag_tap.ir | 5 |
[cells in the final DEF, fill, tap and decap left out, types with 4 or more instances in the layout]
cell type,instances
a21oi_1,55
a22o_1,7
and2_1,5
and2b_1,4
and3_1,26
buf_12,9
buf_2,42
buf_4,39
buf_6,17
bufinv_16,4
clkbuf_16,5
clkbuf_8,12
clkdlybuf4s50_1,67
dfrtn_1,4
dfrtp_1,104
inv_1,7
mux2_2,38
nand2_1,6
nor2_1,39
nor2_2,8
nor2_4,6
nor2b_1,24
nor3_2,4
o21ai_0,20
o21ai_1,7
[timing repair]
action | in CTS | in global routing
endpoints found under the hold margin | 98 | 0
pin swaps | 5 | 11
setup buffers | 11 | 9
cloned | 4 | 5
gates resized | 158 | 54
endpoints found under the setup margin | 138 | 234
hold buffers | 1 | 0
[synthesized netlist by cell type (4+ instances only)]
master and number:
a21oi_1 56, a22o_1 7, and2_1 5, and2b_1 4, and3_1 26, buf_2 9, buf_4 6, clkbuf_1 15
dfrtn_1 4, dfrtp_1 104, inv_1 6, mux2_2 38, nand2_1 11, nor2_1 51, nor2b_1 26, nor3_1 7
o21ai_0 29
[layout make-up]
type,count,area [um^2]
Sequential cell,111,2775
Fill cell,640,2188
Multi-Input combinational cell,304,2123
Timing Repair Buffer,185,1795
Clock buffer,14,172.7
Tap cell,129,161.4
Clock inverter,7,136.4
Inverter,5,18.77
[how the worst min path moves through the flow]
| stage | startpoint | to | slack (ns) | cells after the start |
|---|---|---|---|---|
| 5_1_grt | trst_n | i_jtag_tap.dr[0] | 0.008 | 2 |
| 6_report | trst_n | i_jtag_tap.dr[4] | -0.003 | 2 |
| 4_1_cts | trst_n | i_jtag_tap.ir[2] | 0.03 | 1 |
No activity file was given, so power comes from the tool's default toggle rates.
