===== design.v =====
module ifu_compress_ctl
  (
   input  logic [15:0] din,
   output logic [31:0] dout,
   output logic legal
   );
   logic [15:0]  i;
   logic [31:0]  o,l1,l2,l3;
   assign i[15:0] = din[15:0];
   logic [4:0]   rs2d,rdd,rdpd,rs2pd;
logic rdrd;
logic rdrs1;
logic rs2rs2;
logic rdprd;
logic rdprs1;
logic rs2prs2;
logic rs2prd;
logic uimm9_2;
logic ulwimm6_2;
logic ulwspimm7_2;
logic rdeq2;
logic rdeq1;
logic rs1eq2;
logic sbroffset8_1;
logic simm9_4;
logic simm5_0;
logic sjaloffset11_1;
logic sluimm17_12;
logic uimm5_0;
logic uswimm6_2;
logic uswspimm7_2;
   assign rs2d[4:0] = i[6:2];
   assign rdd[4:0] = i[11:7];
   assign rdpd[4:0] = {2'b01, i[9:7]};
   assign rs2pd[4:0] = {2'b01, i[4:2]};
   assign l1[6:0] = o[6:0];
   assign l1[11:7] = o[11:7] |
                     ({5{rdrd}} & rdd[4:0]) |
                     ({5{rdprd}} & rdpd[4:0]) |
                     ({5{rs2prd}} & rs2pd[4:0]) |
                     ({5{rdeq1}} & 5'd1) |
                     ({5{rdeq2}} & 5'd2);
   assign l1[14:12] = o[14:12];
   assign l1[19:15] = o[19:15] |
                      ({5{rdrs1}} & rdd[4:0]) |
                      ({5{rdprs1}} & rdpd[4:0]) |
                      ({5{rs1eq2}} & 5'd2);
   assign l1[24:20] = o[24:20] |
                      ({5{rs2rs2}} & rs2d[4:0]) |
                      ({5{rs2prs2}} & rs2pd[4:0]);
   assign l1[31:25] = o[31:25];
   logic [5:0] simm5d;
   logic [9:2] uimm9d;
   logic [9:4] simm9d;
   logic [6:2] ulwimm6d;
   logic [7:2] ulwspimm7d;
   logic [5:0] uimm5d;
   logic [20:1] sjald;
   logic [31:12] sluimmd;
   assign simm5d[5:0] = { i[12], i[6:2] };
   assign uimm9d[9:2] = { i[10:7], i[12:11], i[5], i[6] };
   assign simm9d[9:4] = { i[12], i[4:3], i[5], i[2], i[6] };
   assign ulwimm6d[6:2] = { i[5], i[12:10], i[6] };
   assign ulwspimm7d[7:2] = { i[3:2], i[12], i[6:4] };
   assign uimm5d[5:0] = { i[12], i[6:2] };
   assign sjald[11:1] = { i[12], i[8], i[10:9], i[6], i[7], i[2], i[11], i[5:4], i[3] };
   assign sjald[20:12] =  {9{i[12]}};
   assign sluimmd[31:12] = { {15{i[12]}}, i[6:2] };
   assign l2[31:20] = ( l1[31:20] ) |
                      ( {12{simm5_0}}   &  {{7{simm5d[5]}},simm5d[4:0]} ) |
                      ( {12{uimm9_2}}   &  {2'b0,uimm9d[9:2],2'b0} ) |
                      ( {12{simm9_4}}   &   {{3{simm9d[9]}},simm9d[8:4],4'b0} ) |
                      ( {12{ulwimm6_2}} &   {5'b0,ulwimm6d[6:2],2'b0} ) |
                      ( {12{ulwspimm7_2}}  & {4'b0,ulwspimm7d[7:2],2'b0} ) |
                      ( {12{uimm5_0}}      &    {6'b0,uimm5d[5:0]} ) |
                      ( {12{sjaloffset11_1}} &  {sjald[20],sjald[10:1],sjald[11]} ) |
                      ( {12{sluimm17_12}}    &  sluimmd[31:20] );
   assign l2[19:12] = ( l1[19:12] ) |
                      ( {8{sjaloffset11_1}} & sjald[19:12] ) |
                      ( {8{sluimm17_12}} & sluimmd[19:12] );
   assign l2[11:0] = l1[11:0];
   logic [8:1]   sbr8d;
   logic [6:2]   uswimm6d;
   logic [7:2]   uswspimm7d;
   assign sbr8d[8:1] =   { i[12], i[6], i[5], i[2], i[11], i[10], i[4], i[3] };
   assign uswimm6d[6:2] = { i[5], i[12:10], i[6] };
   assign uswspimm7d[7:2] = { i[8:7], i[12:9] };
   assign l3[31:25] = ( l2[31:25] ) |
                      ( {7{sbroffset8_1}} & { {4{sbr8d[8]}},sbr8d[7:5] } ) |
                      ( {7{uswimm6_2}}    & { 5'b0, uswimm6d[6:5] } ) |
                      ( {7{uswspimm7_2}} & { 4'b0, uswspimm7d[7:5] } );
   assign l3[24:12] = l2[24:12];
   assign l3[11:7] = ( l2[11:7] ) |
                     ( {5{sbroffset8_1}} & { sbr8d[4:1], sbr8d[8] } ) |
                     ( {5{uswimm6_2}} & { uswimm6d[4:2], 2'b0 } ) |
                     ( {5{uswspimm7_2}} & { uswspimm7d[4:2], 2'b0 } );
   assign l3[6:0] = l2[6:0];
   assign dout[31:0] = l3[31:0] & {32{legal}};
assign rdrd = (!i[14]&i[6]&i[1]) | (!i[15]&i[14]&i[11]&i[0]) | (!i[14]&i[5]&i[1]) | (
    !i[15]&i[14]&i[10]&i[0]) | (!i[14]&i[4]&i[1]) | (!i[15]&i[14]&i[9]
    &i[0]) | (!i[14]&i[3]&i[1]) | (!i[15]&i[14]&!i[8]&i[0]) | (!i[14]
    &i[2]&i[1]) | (!i[15]&i[14]&i[7]&i[0]) | (!i[15]&i[1]) | (!i[15]
    &!i[13]&i[0]);
assign rdrs1 = (!i[14]&i[12]&i[11]&i[1]) | (!i[14]&i[12]&i[10]&i[1]) | (!i[14]
    &i[12]&i[9]&i[1]) | (!i[14]&i[12]&i[8]&i[1]) | (!i[14]&i[12]&i[7]
    &i[1]) | (!i[14]&!i[12]&!i[6]&!i[5]&!i[4]&!i[3]&!i[2]&i[1]) | (!i[14]
    &i[12]&i[6]&i[1]) | (!i[14]&i[12]&i[5]&i[1]) | (!i[14]&i[12]&i[4]
    &i[1]) | (!i[14]&i[12]&i[3]&i[1]) | (!i[14]&i[12]&i[2]&i[1]) | (
    !i[15]&!i[14]&!i[13]&i[0]) | (!i[15]&!i[14]&i[1]);
assign rs2rs2 = (i[15]&i[6]&i[1]) | (i[15]&i[5]&i[1]) | (i[15]&i[4]&i[1]) | (
    i[15]&i[3]&i[1]) | (i[15]&i[2]&i[1]) | (i[15]&i[14]&i[1]);
assign rdprd = (i[15]&!i[14]&!i[13]&i[0]);
assign rdprs1 = (i[15]&!i[13]&i[0]) | (i[15]&i[14]&i[0]) | (i[14]&!i[1]&!i[0]);
assign rs2prs2 = (i[15]&!i[14]&!i[13]&i[11]&i[10]&i[0]) | (i[15]&!i[1]&!i[0]);
assign rs2prd = (!i[15]&!i[1]&!i[0]);
assign uimm9_2 = (!i[14]&!i[1]&!i[0]);
assign ulwimm6_2 = (!i[15]&i[14]&!i[1]&!i[0]);
assign ulwspimm7_2 = (!i[15]&i[14]&i[1]);
assign rdeq2 = (!i[15]&i[14]&i[13]&!i[11]&!i[10]&!i[9]&i[8]&!i[7]);
assign rdeq1 = (!i[14]&i[12]&i[11]&!i[6]&!i[5]&!i[4]&!i[3]&!i[2]&i[1]) | (!i[14]
    &i[12]&i[10]&!i[6]&!i[5]&!i[4]&!i[3]&!i[2]&i[1]) | (!i[14]&i[12]&i[9]
    &!i[6]&!i[5]&!i[4]&!i[3]&!i[2]&i[1]) | (!i[14]&i[12]&i[8]&!i[6]&!i[5]
    &!i[4]&!i[3]&!i[2]&i[1]) | (!i[14]&i[12]&i[7]&!i[6]&!i[5]&!i[4]&!i[3]
    &!i[2]&i[1]) | (!i[15]&!i[14]&i[13]);
assign rs1eq2 = (!i[15]&i[14]&i[13]&!i[11]&!i[10]&!i[9]&i[8]&!i[7]) | (i[14]
    &i[1]) | (!i[14]&!i[1]&!i[0]);
assign sbroffset8_1 = (i[15]&i[14]&i[0]);
assign simm9_4 = (!i[15]&i[14]&i[13]&!i[11]&!i[10]&!i[9]&i[8]&!i[7]);
assign simm5_0 = (!i[14]&!i[13]&i[11]&!i[10]&i[0]) | (!i[15]&!i[13]&i[0]);
assign sjaloffset11_1 = (!i[14]&i[13]);
assign sluimm17_12 = (!i[15]&i[14]&i[13]&i[7]) | (!i[15]&i[14]&i[13]&!i[8]) | (
    !i[15]&i[14]&i[13]&i[9]) | (!i[15]&i[14]&i[13]&i[10]) | (!i[15]&i[14]
    &i[13]&i[11]);
assign uimm5_0 = (i[15]&!i[14]&!i[13]&!i[11]&i[0]) | (!i[15]&!i[14]&i[1]);
assign uswimm6_2 = (i[15]&!i[1]&!i[0]);
assign uswspimm7_2 = (i[15]&i[14]&i[1]);
assign o[31]  = 1'b0;
assign o[30] = (i[15]&!i[14]&!i[13]&i[10]&!i[6]&!i[5]&i[0]) | (i[15]&!i[14]
    &!i[13]&!i[11]&i[10]&i[0]);
assign o[29]  = 1'b0;
assign o[28]  = 1'b0;
assign o[27]  = 1'b0;
assign o[26]  = 1'b0;
assign o[25]  = 1'b0;
assign o[24]  = 1'b0;
assign o[23]  = 1'b0;
assign o[22]  = 1'b0;
assign o[21]  = 1'b0;
assign o[20] = (!i[14]&i[12]&!i[11]&!i[10]&!i[9]&!i[8]&!i[7]&!i[6]&!i[5]&!i[4]
    &!i[3]&!i[2]&i[1]);
assign o[19]  = 1'b0;
assign o[18]  = 1'b0;
assign o[17]  = 1'b0;
assign o[16]  = 1'b0;
assign o[15]  = 1'b0;
assign o[14] = (i[15]&!i[14]&!i[13]&!i[11]&i[0]) | (i[15]&!i[14]&!i[13]&!i[10]
    &i[0]) | (i[15]&!i[14]&!i[13]&i[6]&i[0]) | (i[15]&!i[14]&!i[13]&i[5]
    &i[0]);
assign o[13] = (i[15]&!i[14]&!i[13]&i[11]&!i[10]&i[0]) | (i[15]&!i[14]&!i[13]
    &i[11]&i[6]&i[0]) | (i[14]&!i[0]);
assign o[12] = (i[15]&!i[14]&!i[13]&i[6]&i[5]&i[0]) | (i[15]&!i[14]&!i[13]&!i[11]
    &i[0]) | (i[15]&!i[14]&!i[13]&!i[10]&i[0]) | (!i[15]&!i[14]&i[1]) | (
    i[15]&i[14]&i[13]);
assign o[11]  = 1'b0;
assign o[10]  = 1'b0;
assign o[9]  = 1'b0;
assign o[8]  = 1'b0;
assign o[7]  = 1'b0;
assign o[6] = (i[15]&!i[14]&!i[6]&!i[5]&!i[4]&!i[3]&!i[2]&!i[0]) | (!i[14]&i[13]) | (
    i[15]&i[14]&i[0]);
assign o[5] = (i[15]&!i[0]) | (i[15]&i[11]&i[10]) | (i[13]&!i[8]) | (i[13]&i[7]) | (
    i[13]&i[9]) | (i[13]&i[10]) | (i[13]&i[11]) | (!i[14]&i[13]) | (
    i[15]&i[14]);
assign o[4] = (!i[14]&!i[11]&!i[10]&!i[9]&!i[8]&!i[7]&!i[0]) | (!i[15]&!i[14]
    &!i[0]) | (!i[14]&i[6]&!i[0]) | (!i[15]&i[14]&i[0]) | (!i[14]&i[5]
    &!i[0]) | (!i[14]&i[4]&!i[0]) | (!i[14]&!i[13]&i[0]) | (!i[14]&i[3]
    &!i[0]) | (!i[14]&i[2]&!i[0]);
assign o[3] = (!i[14]&i[13]);
assign o[2] = (!i[14]&i[12]&i[11]&!i[6]&!i[5]&!i[4]&!i[3]&!i[2]&i[1]) | (!i[14]
    &i[12]&i[10]&!i[6]&!i[5]&!i[4]&!i[3]&!i[2]&i[1]) | (!i[14]&i[12]&i[9]
    &!i[6]&!i[5]&!i[4]&!i[3]&!i[2]&i[1]) | (!i[14]&i[12]&i[8]&!i[6]&!i[5]
    &!i[4]&!i[3]&!i[2]&i[1]) | (!i[14]&i[12]&i[7]&!i[6]&!i[5]&!i[4]&!i[3]
    &!i[2]&i[1]) | (i[15]&!i[14]&!i[12]&!i[6]&!i[5]&!i[4]&!i[3]&!i[2]
    &!i[0]) | (!i[15]&i[13]&!i[8]) | (!i[15]&i[13]&i[7]) | (!i[15]&i[13]
    &i[9]) | (!i[15]&i[13]&i[10]) | (!i[15]&i[13]&i[11]) | (!i[14]&i[13]);
assign o[1]  = 1'b1;
assign o[0]  = 1'b1;
assign legal = (!i[13]&!i[12]&i[11]&i[1]&!i[0]) | (!i[13]&!i[12]&i[6]&i[1]&!i[0]) | (
    !i[15]&!i[13]&i[11]&!i[1]) | (!i[13]&!i[12]&i[5]&i[1]&!i[0]) | (
    !i[13]&!i[12]&i[10]&i[1]&!i[0]) | (!i[15]&!i[13]&i[6]&!i[1]) | (
    i[15]&!i[12]&!i[1]&i[0]) | (!i[13]&!i[12]&i[9]&i[1]&!i[0]) | (!i[12]
    &i[6]&!i[1]&i[0]) | (!i[15]&!i[13]&i[5]&!i[1]) | (!i[13]&!i[12]&i[8]
    &i[1]&!i[0]) | (!i[12]&i[5]&!i[1]&i[0]) | (!i[15]&!i[13]&i[10]&!i[1]) | (
    !i[13]&!i[12]&i[7]&i[1]&!i[0]) | (i[12]&i[11]&!i[10]&!i[1]&i[0]) | (
    !i[15]&!i[13]&i[9]&!i[1]) | (!i[13]&!i[12]&i[4]&i[1]&!i[0]) | (i[13]
    &i[12]&!i[1]&i[0]) | (!i[15]&!i[13]&i[8]&!i[1]) | (!i[13]&!i[12]&i[3]
    &i[1]&!i[0]) | (i[13]&i[4]&!i[1]&i[0]) | (!i[13]&!i[12]&i[2]&i[1]
    &!i[0]) | (!i[15]&!i[13]&i[7]&!i[1]) | (i[13]&i[3]&!i[1]&i[0]) | (
    i[13]&i[2]&!i[1]&i[0]) | (i[14]&!i[13]&!i[1]) | (!i[14]&!i[12]&!i[1]
    &i[0]) | (i[15]&!i[13]&i[12]&i[1]&!i[0]) | (!i[15]&!i[13]&!i[12]&i[1]
    &!i[0]) | (!i[15]&!i[13]&i[12]&!i[1]) | (i[14]&!i[13]&!i[0]);
endmodule

===== run.sh =====
#!/bin/bash
# OpenROAD 26Q1-2900-gdf79404cd8, Yosys 0.63+post, stock flow scripts
make -C /OpenROAD-flow-scripts/flow DESIGN_CONFIG=/design/flow/config.mk WORK_HOME=/design/flow/orfs finish

===== config.mk =====
export PLATFORM = sky130hd
export DESIGN_NAME = ifu_compress_ctl
export DESIGN_NICKNAME = ifu_compress_ctl
export VERILOG_FILES = /design/flow/design.v
export SDC_FILE = /design/flow/constraint.sdc
export NUM_CORES = 4
export LEC_CHECK = 1
export CORE_AREA = 10 10 97 97
export DIE_AREA = 0 0 107 107

===== constraint.sdc =====
current_design ifu_compress_ctl

set clk_period 3.7
set clk_io_pct 0.2

create_clock -name clk0 -period $clk_period

set non_clock_inputs [all_inputs -no_clocks]
set_input_delay [expr $clk_period * $clk_io_pct] -clock clk0 $non_clock_inputs
set_output_delay [expr $clk_period * $clk_io_pct] -clock clk0 [all_outputs]

==> impl_metrics.tcl <==
# implementation run metrics
set metrics [dict create \
    num_rows 31 \
    grt_pass1_vias 2073 \
    flop-count 0 \
    cp_top_family "buffers and inverters" \
    num-clock-buffers 0 \
    final_common_cell "buf_4" \
    busiest_layer "met2" \
    num_antenna_cells 0 \
    report.final.slew_viol_count 0 \
    coreArea_um2 7290 \
    chip_area_um2 11400 \
    fmax_ghz 0.274 \
    aoi_share_pct 49.3 \
    simple_gate_share_pct 37.4 \
    areaGrowthSynthToFinish_pct 119 \
    postSynthAreaPerCell_um2 5.65 \
    peakVddDrop_mv 0.0373 \
    use_met3_pct 2.06 \
    overflow 0 \
    critPathKind "in -> out" \
    hold_path_class "in -> out" \
    xor_area_share_pct 0 \
    worstPathMaxFanout 6 \
    startpoint_type "primary input" \
    ys_cells 209 \
    crit_top_cell "buf_4" \
    cellPowerDensity_nw_per_um2 133 \
    leakagePower_nw 1.22 \
    grt.met1_usage_pct 18.1 \
    synthMuxAreaShare_pct 1.91 \
    io_buffers 49 \
    top_area_cell "a21oi_1" \
    syn-cell-area_um2 1180 \
    wl_um 7680 \
    maxSlewHeadroom_pct 72.3 \
    grt_antenna_before_repair 0 \
    netlist_top_cells_area "a21oi_1 11%, o21ai_0 11%, nor2_1 8.0%" \
    flop_area_um2 0 \
    finalCriticalPeriod_ns 3.65 \
    finalSetupTns_ns 0 \
    synth_seq_share_pct 0 \
    synth-adder-area-share_pct 0 \
    worstPathCellList "dlygate4sd2_1 -> or3_4 -> buf_4 -> buf_4 -> nor4_4 -> o32ai_4 -> o21ai_0 -> a31oi_1 -> clkdlybuf4s50_1" \
    rsz0062_at_grt "yes" \
    cp_slowest_stage_delay_ns 0.43 \
    worst_ep_arrival_time_ns 2.91 \
    drc_errors 0 \
    maxCapViolations 0 \
    drive_gt1_share_pct 35.7 \
    hold_violations 0 \
    crit_buf_inv 4 \
    setup-violations-final 0 \
    use_met2_pct 19.3 \
    grt_max_degree 18 \
    final_cell_mix "67 x buf_4, 24 x nor2_1, 21 x a21oi_1" \
    top_cell_area_share_pct 10.6 \
    drtIter0Drc 135 \
    ios 49 \
    fp_util_pct 16.2 \
    vias 2087 \
    die_h_um 107 \
    cp_slowest_cell "or3_4" \
    tightest_slew_ns 0.416 \
    hpwlAfterDp_um 5850 \
    fin_crit_sh_pct 98.7 \
    end_kind "primary output" \
    top_logic_kind "AND-OR/OR-AND gates" \
    yosys_area_um2 1180 \
    vias_per_cell 5.05 \
    synth_cell_types 48 \
    synth_warnings 0 \
    grt_pass1_wl_um 11700 \
    synth_cells 209 \
    dr.pass1.iters 4 \
    die_x_um 107 \
    drtAntennaViolNets 0 \
    cp.required_ns 2.96 \
    grt_usage_pct 12.6 \
    dp.cells 402 \
    place_congestion 1.00 \
    status "finished clean" \
    instances_no_fill 413 \
    wl_per_cell_um 18.6 \
    log.warning_count 34 \
]
-- layer usage --
layer / part of all wire [%] / routed length [um]
met2: 45 / 3440
met5: 0 / 0
met4: 1.5 / 112
met3: 7.3 / 561
met1: 46 / 3560
-- worst min-delay path, stage by stage --
cell	delay, ns
dlymetal6s2s_1	0.14
buf_4	0.16
o21ai_2	0.06
a21oi_1	0.06
dlymetal6s2s_1	0.13
-- worst paths after layout --
kind | depth (start not counted) | startpoint | slack (ns) | endpoint
worst min-delay path | 5 | din[9] | 2.03 | dout[17]
worst max-delay path | 9 | din[3] | 0.05 | dout[15]
-- logic make-up after synthesis --
| family | count (synthesis) |
|---|---|
| compound gates | 92 |
| buf+inv | 30 |
| mux | 2 |
| simple gates | 85 |
-- where the power goes --
part	internal, mW	leakage, nW	switching [mW]
Combinational	0.185	1.22	0.156
Clock	0	0	0
Sequential	0	0	0
-- final cells by class --
class | instances | area [um2]
fill | 780 | 4710
multi-input combinational | 179 | 1240
timing repair buffer | 127 | 1180
tap | 99 | 124
inverter | 8 | 30.0
-- stage by stage --
| step | hold slack [ns] | instance area (um2) | setup WS [ns] | power [mW] | util, % |
|---|---|---|---|---|---|
| global placement | 2.59 | 2190 | -0.416 | 0.298 | 30.1 |
| floorplan | 1.55 | 1180 | 0.715 | 0.112 | - |
| detailed placement | 2.61 | 2190 | -0.406 | 0.294 | 30.1 |
| global route | 2.05 | 2580 | -0.00811 | 0.370 | 35.4 |
| CTS | 2.33 | 2440 | -0.0363 | 0.333 | 33.4 |
| finish | 2.03 | 2580 | 0.0472 | 0.342 | 35.4 |
-- what timing repair did --
| item | CTS | global route |
|---|---|---|
| pin swaps | 10 | 11 |
| gates cloned | 2 | 0 |
| endpoints found under the setup margin | 33 | 31 |
| hold buffers | 0 | 0 |
| resized | 50 | 38 |
| buffers inserted | 7 | 3 |
-- cells in the mapped netlist, drive strengths merged (3+ instances only) --
master / instances
a21oi: 25
a221oi: 3
a22oi: 3
a31oi: 8
and2: 4
buf: 8
clkbuf: 14
inv: 7
nand2: 18
nand2b: 4
nand3: 4
nor2: 25
nor2b: 8
nor3: 3
nor4: 4
o21ai: 25
o221ai: 3
o31ai: 5
o32ai: 3
or2: 3
or3: 4
Power figures rest on the tool's default switching activity, not on a simulated workload.
